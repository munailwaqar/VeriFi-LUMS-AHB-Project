==> flow/config.mk <==
export PLATFORM = sky130hd
export DESIGN_NAME = ahb3liten
export DESIGN_NICKNAME = ahb3liten
export VERILOG_FILES = /design/flow/design.v
export SDC_FILE = /design/flow/constraint.sdc
export NUM_CORES = 4
export LEC_CHECK = 1
export CORE_UTILIZATION = 40
export SYNTH_HDL_FRONTEND = slang
export SYNTH_MEMORY_MAX_BITS = 65536
==> flow/constraint.sdc <==
current_design ahb3liten

set clk_period 612.5
set clk_io_pct 0.2

create_clock -name clk0 -period $clk_period [get_ports {HCLK}]

set non_clock_inputs [all_inputs -no_clocks]
set_input_delay [expr $clk_period * $clk_io_pct] -clock clk0 $non_clock_inputs
set_output_delay [expr $clk_period * $clk_io_pct] -clock clk0 [all_outputs]
==> flow/design.v <==
package ahb3lite_pkg;
  localparam       HTRANS_SIZE   = 2;
  localparam       HSIZE_SIZE    = 3;
  localparam       HBURST_SIZE   = 3;
  localparam       HPROT_SIZE    = 4;
  localparam [1:0] HTRANS_IDLE   = 2'b00,
                   HTRANS_BUSY   = 2'b01,
                   HTRANS_NONSEQ = 2'b10,
                   HTRANS_SEQ    = 2'b11;
  localparam       HWRITE_OP = 1'b1,
                   HREAD_OP  = 1'b0;
  localparam [2:0] HSIZE_B8    = 3'b000,
                   HSIZE_B16   = 3'b001,
                   HSIZE_B32   = 3'b010,
                   HSIZE_B64   = 3'b011,
                   HSIZE_B128  = 3'b100,  
                   HSIZE_B256  = 3'b101,  
                   HSIZE_B512  = 3'b110,
                   HSIZE_B1024 = 3'b111,
                   HSIZE_BYTE  = HSIZE_B8,
                   HSIZE_HWORD = HSIZE_B16,
                   HSIZE_WORD  = HSIZE_B32,
                   HSIZE_DWORD = HSIZE_B64;
  localparam [2:0] HBURST_SINGLE = 3'b000,
                   HBURST_INCR   = 3'b001,
                   HBURST_WRAP4  = 3'b010,
                   HBURST_INCR4  = 3'b011,
                   HBURST_WRAP8  = 3'b100,
                   HBURST_INCR8  = 3'b101,
                   HBURST_WRAP16 = 3'b110,
                   HBURST_INCR16 = 3'b111;
  localparam [3:0] HPROT_OPCODE         = 4'b0000,
                   HPROT_DATA           = 4'b0001,
                   HPROT_USER           = 4'b0000,
                   HPROT_PRIVILEGED     = 4'b0010,
                   HPROT_NON_BUFFERABLE = 4'b0000,
                   HPROT_BUFFERABLE     = 4'b0100,
                   HPROT_NON_CACHEABLE  = 4'b0000,
                   HPROT_CACHEABLE      = 4'b1000;
  localparam       HRESP_OKAY  = 1'b0,
                   HRESP_ERROR = 1'b1;
endpackage
module ahb3liten
import ahb3lite_pkg::*;
#(
  parameter MEM_SIZE          = 32,
  parameter MEM_DEPTH         = 256,
  parameter HADDR_SIZE        = 16,
  parameter HDATA_SIZE        = 32
)
(
  input                       HRESETn,
                              HCLK,
  input                       HSEL,
  input      [HADDR_SIZE-1:0] HADDR,
  input      [HDATA_SIZE-1:0] HWDATA,
  output reg [HDATA_SIZE-1:0] HRDATA,
  input                       HWRITE,
  input      [           2:0] HSIZE,
  input      [           2:0] HBURST,
  input      [           3:0] HPROT,
  input      [           1:0] HTRANS,
  output reg                  HREADYOUT,
  input                       HREADY,
  output                      HRESP
);
timeunit 1ns;
timeprecision 1ns;
  localparam BE_SIZE        = (HDATA_SIZE+7)/8;
  localparam MEM_SIZE_DEPTH = 8*MEM_SIZE / HDATA_SIZE;
  localparam REAL_MEM_DEPTH = MEM_DEPTH > MEM_SIZE_DEPTH ? MEM_DEPTH : MEM_SIZE_DEPTH;
  localparam MEM_ABITS      = $clog2(REAL_MEM_DEPTH);
  localparam MEM_ABITS_LSB  = $clog2(BE_SIZE);
  logic                  ahb_write,
                         ahb_read,
                         ahb_noseq,
                         was_ahb_noseq;
  logic                  we;
  logic [BE_SIZE   -1:0] be;
  logic [MEM_ABITS -1:0] raddr,
                         waddr;
  logic [HADDR_SIZE-1:0] nxt_adr;
  logic                  contention,
                         use_local_dout;
  logic [HDATA_SIZE-1:0] dout,
                         dout_local;
  function automatic logic [6:0] address_offset;
    address_offset = 0;
    case (HDATA_SIZE)
          1024: address_offset = 7'b111_1111; 
           512: address_offset = 7'b011_1111;
           256: address_offset = 7'b001_1111;
           128: address_offset = 7'b000_1111;
            64: address_offset = 7'b000_0111;
            32: address_offset = 7'b000_0011;
            16: address_offset = 7'b000_0001;
       default: address_offset = 7'b000_0000;
    endcase
  endfunction : address_offset
  function automatic logic [BE_SIZE-1:0] gen_be;
    input [           2:0] hsize;
    input [HADDR_SIZE-1:0] haddr;
    logic [127:0] full_be;
    logic [  6:0] haddr_masked;
    case (hsize)
       HSIZE_B1024: full_be = {128{1'b1}};
       HSIZE_B512 : full_be = { 64{1'b1}};
       HSIZE_B256 : full_be = { 32{1'b1}};
       HSIZE_B128 : full_be = { 16{1'b1}};
       HSIZE_DWORD: full_be = {  8{1'b1}};
       HSIZE_WORD : full_be = {  4{1'b1}};
       HSIZE_HWORD: full_be = {  2{1'b1}};
       default    : full_be = {  1{1'b1}};
    endcase
    haddr_masked = haddr & address_offset();
    gen_be = full_be[BE_SIZE-1:0] << haddr_masked;
  endfunction : gen_be
  function automatic logic [HADDR_SIZE-1:0] gen_nxt_adr_incr;
    input [HADDR_SIZE-1:0] cur_adr;
    input [HSIZE_SIZE-1:0] hsize;
    case (hsize)
       HSIZE_B1024: gen_nxt_adr_incr = cur_adr + 'h128;
       HSIZE_B512 : gen_nxt_adr_incr = cur_adr + 'h 64;
       HSIZE_B256 : gen_nxt_adr_incr = cur_adr + 'h 32;
       HSIZE_B128 : gen_nxt_adr_incr = cur_adr + 'h 16;
       HSIZE_DWORD: gen_nxt_adr_incr = cur_adr + 'h 8;
       HSIZE_WORD : gen_nxt_adr_incr = cur_adr + 'h 4;
       HSIZE_HWORD: gen_nxt_adr_incr = cur_adr + 'h 2;
       default    : gen_nxt_adr_incr = cur_adr + 'h 1;
    endcase
  endfunction : gen_nxt_adr_incr
  function automatic logic [HADDR_SIZE-1:0] gen_nxt_adr_wrap;
    input [HADDR_SIZE -1:0] cur_adr;
    input [HSIZE_SIZE -1:0] hsize;
    input [HBURST_SIZE-1:0] hburst;
    logic [HADDR_SIZE-1:0] mask;
    case (hburst)
      HBURST_WRAP16: mask = { {HADDR_SIZE-4{1'b1}}, 4'h0};
      HBURST_WRAP8 : mask = { {HADDR_SIZE-3{1'b1}}, 3'h0};
      default      : mask = { {HADDR_SIZE-2{1'b1}}, 2'h0};
    endcase
    case (hsize)
       HSIZE_B1024: mask = mask << 64;
       HSIZE_B512 : mask = mask << 32;
       HSIZE_B256 : mask = mask << 16;
       HSIZE_B128 : mask = mask <<  8;
       HSIZE_DWORD: mask = mask <<  4;
       HSIZE_WORD : mask = mask <<  2;
       HSIZE_HWORD: mask = mask <<  1;
       default    : mask = mask <<  0;
    endcase
    gen_nxt_adr_wrap = (cur_adr & mask) | (gen_nxt_adr_incr(cur_adr,hsize) & ~mask);
  endfunction : gen_nxt_adr_wrap
  function automatic logic [HADDR_SIZE-1:0] gen_nxt_adr;
    input [HADDR_SIZE -1:0] cur_adr;
    input [HSIZE_SIZE -1:0] hsize;
    input [HBURST_SIZE-1:0] hburst;
    case (hburst)
      HBURST_WRAP16: gen_nxt_adr = gen_nxt_adr_wrap(cur_adr, hsize, hburst);
      HBURST_WRAP8 : gen_nxt_adr = gen_nxt_adr_wrap(cur_adr, hsize, hburst);
      HBURST_WRAP4 : gen_nxt_adr = gen_nxt_adr_wrap(cur_adr, hsize, hburst);
      default      : gen_nxt_adr = gen_nxt_adr_incr(cur_adr, hsize);
    endcase
  endfunction : gen_nxt_adr
  function automatic logic [HDATA_SIZE-1:0] gen_val;
    input [HDATA_SIZE-1:0] old_val,
                           new_val;
    input [BE_SIZE   -1:0] be;
    for (int n=0; n < BE_SIZE; n++)
      gen_val[n*8 +: 8] = be[n] ? new_val[n*8 +: 8] : old_val[n*8 +: 8];
  endfunction : gen_val
  assign ahb_noseq = !HSEL || (HTRANS == HTRANS_IDLE) || (HTRANS == HTRANS_NONSEQ);
  assign ahb_write = HSEL &  HWRITE & (HTRANS != HTRANS_BUSY) & (HTRANS != HTRANS_IDLE);
  assign ahb_read  = HSEL & ~HWRITE & (HTRANS != HTRANS_BUSY) & (HTRANS != HTRANS_IDLE);
  always @(posedge HCLK, negedge HRESETn)
    if      (!HRESETn) was_ahb_noseq <= 1'b1;
    else               was_ahb_noseq <= ahb_noseq;
  always @(posedge HCLK)
    if (HREADY) we <= ahb_write;
    else        we <= 1'b0;
  always @(posedge HCLK)
    if (HREADY) be <= gen_be(HSIZE,HADDR);
  assign nxt_adr = gen_nxt_adr(HADDR, HSIZE, HBURST);
  assign raddr = HADDR[MEM_ABITS_LSB +: MEM_ABITS]; 
  always @(posedge HCLK)
    if (HREADY) waddr <= raddr;
  mem #(
    .ABITS      ( MEM_ABITS  ),
    .DBITS      ( HDATA_SIZE ))
  mem_inst (
    .rst_ni  ( HRESETn ),
    .clk_i   ( HCLK    ),
    .addr_i  ( waddr   ),
    .we_i    ( we      ),
    .be_i    ( be      ),
    .din_i   ( HWDATA  ),
    .dout_o  ( dout    )
  );
  always @(posedge HCLK)
    use_local_dout <= we && (raddr == waddr);
  always @(posedge HCLK)
    if (we) dout_local <= gen_val( use_local_dout ? dout_local : dout,
                                   HWDATA,
                                   be);
  always @(posedge HCLK)
    contention <= ahb_read         &  
                  we               &  
                  (raddr == waddr);   
  assign HRESP = HRESP_OKAY;  
  always @(posedge HCLK,negedge HRESETn)
    if      (!HRESETn                          ) HREADYOUT <= 1'b1;
    else if ( ahb_noseq && ahb_read & HREADYOUT) HREADYOUT <= 1'b0;
    else                                         HREADYOUT <= 1'b1;
  always @(posedge HCLK)
     HRDATA <= contention ? dout_local : dout;
endmodule
module mem #(
  parameter ABITS      = 10,
  parameter DBITS      = 32
)
(
  input                        rst_ni,
  input                        clk_i,
  input      [ ABITS     -1:0] addr_i,
  input                        we_i,
  input      [(DBITS+7)/8-1:0] be_i,
  input      [ DBITS     -1:0] din_i,
  output reg [ DBITS     -1:0] dout_o
);
timeunit 1ns;
timeprecision 1ns;
  genvar i;
  reg [DBITS-1:0] mem_array [2**ABITS -1:0];   
generate
  for (i=0; i<(DBITS+7)/8; i++)
  begin: write
     if (i*8 +8 > DBITS)
     begin
         always @(posedge clk_i)
           if (we_i && be_i[i]) mem_array[ addr_i ] [DBITS-1:i*8] <= din_i[DBITS-1:i*8];
     end
     else
     begin
         always @(posedge clk_i)
           if (we_i && be_i[i]) mem_array[ addr_i ][i*8+:8] <= din_i[i*8+:8];
     end
  end
endgenerate
  always @(posedge clk_i)
    dout_o <= mem_array[ addr_i ];
endmodule
==> flow/run.sh <==
#!/bin/bash
# OpenROAD 26Q1-2900-gdf79404cd8, Yosys 0.63+post, stock flow scripts
make -C /OpenROAD-flow-scripts/flow DESIGN_CONFIG=/design/flow/config.mk WORK_HOME=/design/flow/orfs finish
==> run summary <==
Flow results are below.

- The pin count of the biggest net entering global routing is 118, for reference.
- The post-synthesis share of cell area spent on xor and xnor gates is 0.02219%, for reference.
- The data arrival at the endpoint of the critical path is 2120 ps, for reference.
- The kind of start point of the critical path is a flip-flop, for reference.
- The layout overhead on the synthesized area is 12.82%, for reference.
- The initial antenna violation count is 45.
- Setup repair after global routing left no endpoint under its margin.
- The biggest cell delay along the critical path is 530 ps, for reference.
- The aggregate negative setup slack is 0 ps, for reference.
- The number of distinct library cells after synthesis is 32, for reference.
- In this run the core area contains 326 standard-cell rows.
- The filler cells instantiated in the layout total 64.40k.
- Yosys mapped a number of flops with a built-in enable equal to 8236.
- The total clock buffers created by CTS is 801, for reference.
- The share of cells above drive strength 1 is 25.18%, for reference.
- The synthesized netlist devotes 0% of its cell area to adder and majority cells.
- In the CTS report, the clock slew at the register clock pins of the worst setup and hold paths is listed as 60 ps.
- Per the final timing report, the hold violations number 0.
- The congestion estimate from routability-driven global placement came to 0.8696.
- Among logic cells in the layout, the one with the most instances is edfxtp_1.
- The minimum clock period after layout is 124620 ps, for reference.
- The setup clock skew after layout is 52.20 ps, for reference.
- The worst setup path startpoint is HREADYOUT, for reference.
- The launch instance of the worst register-to-register path is waddr[0], for reference.
- The worst VDD IR drop from the latest analysis is 0.003486 mV.
- For the completed layout, the total cell area is recorded as 356200 µm².
- The clock drives 8304 sinks.
- According to the floorplan report, the placeable core area is 787200 µm².
- The cell count listed in synth_stat.txt is 14.27k, for reference.
- Counting flops with an async set or reset pin after synthesis yields a share of 0.01204%.
- Post-CTS repair ended up resizing 0 cells.
- Per the CTS log, the buffer count on the longest clock path is 4.
- The placement report lists the number of port buffers as 84.
- The critical path class is flip-flop to output port, for reference.
- Once synthesis finished, the tally of register bits stood at 8304.
- The number of design-rule violations left by the first detailed-router iteration is 9394, for reference.
- Per the timing report, the achievable frequency comes out to 8.024 MHz.
- The synthesized netlist has a Yosys-reported chip area of 315700 µm².
- In the Yosys report, the sequential cells make up 78.76% of the chip area.
- Summing all multi-input logic gate instances after layout gives 63490 µm².
- After synthesis, the mean cell area works out to 22.13 µm².
- The clock insertion delay at the later pin of the skew report is 1170 ps, for reference.
- The first TritonRoute pass finished after 6 iterations.
- The cell area after placement is 330800 µm², for reference.
- The routed layout reports a DRC error count of 0.
- The via count of the first global-routing pass is 162.8k, for reference.
- The count of endpoints failing setup in the final report is 0, for reference.
- The tool flagged a number of max-cap violations equal to 0.
- The timing report attributes the biggest portion of critical-path delay to flip-flops.
- The OpenROAD report gives the critical path a required time of 490000 ps.
- The static power due to leakage is 106.9 nW, for reference.
- The flow ran to the end, and the final reports show no timing, DRC or antenna violations.
- The instance tally after logic synthesis is 14.27k, for reference.
- At the floorplan stage, the core utilization is reported as 40.11%.
- Sequential cells account for 53.3% of the total power.
- The logs give a warning total of 49.
- The leftover overflow at the end of global routing is 0, for reference.
- Leaving out fill and tap cells, the most frequent cells in the layout are edfxtp_1, mux4_2, nor2_1, a22oi_1, clkbuf_16.
- Of the total power, combinational logic draws 6.1%.
- The sum of buffers and inverters on the critical path is 1, for reference.
- The worst min-delay path category is flip-flop to flip-flop, for reference.
- The CTS tree is yes, for reference.
- STA lists the startpoint of the worst hold path as mem_inst.dout_o[19].
- The die outline height is 890.5 µm, for reference.
- The report lists the power per cell area as 3.299 nW/µm².
- Of the post-synthesis cell area, the part taken by muxes is 14.84%.
- The detail-routed net length per standard cell is 30.72 µm, for reference.
- The overall die width is 890.5 µm, for reference.
- The ratio of routed vias to standard cells is 5.654, for reference.
- Post-synth the commonest register cell is edfxtp_1.
- Max fanout on the critical path was recorded as 2.
- The dominant non-sequential cell family after synthesis is multiplexers, for reference.
- The quantity of hold-fixing buffers added after cts is 0, for reference.
- The antenna violation net count after detailed routing is 0, for reference.
- The tree is rooted in a clkbuf_16.
- The net switching power of the design is 0.2558 mW, for reference.
- The final layout contains routed wiring with a total length of 799.9 mm.
- The worst hold slack after final layout is 556.2 ps, for reference.
- The share of total power in the clock network is 40.6%, for reference.
- The mapped netlist covers 315700 µm².
- The buffer count from post-CTS setup fixing is 0, for reference.
- The final-report max-slew violation count is 0, for reference.
- Of the available clock period, the critical path in the final layout requires 20.35%.
- The global-route wire length before repair is 1148 mm, for reference.
- In this run the critical path is formed by clkdlybuf4s50_1.
- In this run, placement finished with an instance count of 24.47k.
- The total vias in the final route is 147.2k, for reference.
- The transition at the pin with the smallest max-transition slack is 1431 ps, for reference.
- After the flow finishes, the layout carries non-filler instances totaling 26.04k.
- The post-DP HPWL is 467.3 mm, for reference.
- According to the I/O placement log, the pin count is 99.
- The overall routing resource usage is 22.21%, for reference.
- The net switching fraction of the power is 21.77%, for reference.
- Per the CTS log, the maximum H-tree level is 6.
- Among all stages on the critical path, the largest delay is contributed by dfstp_2.
- The cell-mix breakdown from Yosys lists the simple-gate area share as 1.509%.
- In this run, the synthesized area fraction spent on AND-OR/OR-AND gates is recorded as 3.618%.
- The worst setup path is captured at an output port.
- In the power breakdown, the internal column shows 0.9191 mW.
- Registers take 248700 µm².
- The number of warnings printed during yosys synthesis is 0, for reference.
- The max-slew check reports its worst relative slack as 4.217%.
- The area of the die is 792900 µm², for reference.
==> logic make-up after synthesis <==
kind of cell,after synthesis
multiplexers,2112
buffers and inverters,948
AND/OR/NAND/NOR,1224
flip-flops,8304
XOR/XNOR,8
other,1
AND-OR/OR-AND,1672
==> cell usage after synthesis, drive strengths merged (2+ instances only) <==
cell type / count / area share [%]
mux2: 64 / 0.23
edfxtp: 8236 / 78
o41ai: 128 / 0.36
xnor2: 5 / 0.014
nand4: 33 / 0.065
nor2b: 8 / 0.016
clkbuf: 624 / 0.74
nor2: 1046 / 1.2
or2: 2 / 0.0040
dfxtp: 67 / 0.42
and2: 7 / 0.014
a22oi: 1024 / 2.4
a21boi: 4 / 0.0095
nand3: 8 / 0.013
inv: 4 / 0.0048
nand2b: 6 / 0.012
nor3: 4 / 0.0063
buf: 320 / 0.50
mux4: 2048 / 15
nand2: 106 / 0.13
a21oi: 514 / 0.81
xor2: 3 / 0.0083
==> worst reg2reg max path: stages (launching register included) <==
cell and delay [ps]:
edfxtp_1 360, buf_4 460, buf_12 560, buf_4 560, buf_4 490, buf_4 650, buf_4 480, buf_4 580
buf_4 590, buf_12 540, mux4_2 740, a22oi_1 310, a21oi_1 190, o41ai_1 370, buf_4 210, nand4_1 200
==> sequential cells by signal, summed over array words and instances, names as in the netlist <==
signal and count:
we 1, mem_inst.dout_o 32, waddr 8, be 4, mem_inst.mem_array 8192, HREADYOUT 1
contention 1, HRDATA 32, dout_local 32, use_local_dout 1
==> through the flow <==
step	util [%]	setup WS (ps)	total power [mW]
floorplan	-	489230	0.6777
global placement	42.02	487270	0.7102
detailed placement	42.02	487150	0.7109
CTS	45.21	487790	1.185
global route	45.23	487790	1.210
finish	45.25	487880	1.175
==> area by class of cell <==
cell class / count / area share (%)
well taps: 10500 / 3.687
repair buffers: 651 / 1.533
clock inverters: 464 / 1.170
multi-input cells: 5017 / 17.82
inverters: 4 / 0.004215
diodes: 106 / 0.07447
clock buffers: 995 / 5.893
flip-flops and latches: 8304 / 69.82
==> routing by layer <==
layer | global-route usage [%] | part of all wire (%)
met1 | 26.57 | 32
met2 | 32.50 | 47
met3 | 17.09 | 17
met4 | 5.982 | 3.5
met5 | 1.443 | 0.28
==> power by group through the flow <==
stage | registers [mW] | clock network, mW | logic (mW)
CTS | 0.627 | 0.485 | 0.0724
global route | 0.627 | 0.506 | 0.0768
finish | 0.627 | 0.477 | 0.0714
==> final timing paths <==
kind                                  endpoint  slack, ps  cells past startpoint
max                                  HREADYOUT     487880                      1
min in group asynchronous            HREADYOUT     121670                      1
max in group asynchronous            HREADYOUT     490810                      1
min                             dout_local[19]        560                      1
max reg2reg                mem_inst.dout_o[21]     605050                     15
min reg2reg                     dout_local[19]        560                      1
Power and IR drop assume default switching activity.
